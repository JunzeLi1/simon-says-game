File: design/flow/design.v
module controller(input logic clk,rst,simon_says,sk_strobe,round_passed,sd_is_empty, output logic sd_srst,fr_en,is_wrong,is_correct,mem_en, output logic [3:0]score, output logic [2:0]state);
  typedef enum logic [2:0] { READY=0, PLAY=1, FAIL=2, PASS=3, WIN=4 } dcl_fsm_t;
  dcl_fsm_t del_fsm;
  assign state = del_fsm;
  always_ff @ (posedge rst, posedge clk) begin
    if(rst==1'b1) begin
      is_correct <= 0;
      score <= 0;
      fr_en <= 1;
      mem_en <= 1;
      del_fsm <= READY;
      sd_srst <= 1;
      is_wrong <= 0; end     
    else if (del_fsm == READY) begin
      sd_srst <= 0;
      mem_en <= 1;
      fr_en <= 1;
      if (sd_is_empty==1'b1) begin
        mem_en <= 0;
        is_correct <= 0;
        del_fsm <= PLAY;
        sd_srst <= 1;
        fr_en <= 0;
      end
    end
    else if(del_fsm == PLAY) begin
      fr_en <= 1'b0;
      if (sd_is_empty==0) begin
        sd_srst <= 0;
      end
      if (sd_srst == 0 && sd_is_empty == 1) begin
        sd_srst <= 1;
        if(simon_says == 0 || round_passed == 1) begin
          del_fsm <= PASS; end
        else begin
          del_fsm <= FAIL; end
        end
      else if(sk_strobe==1) begin
        if(simon_says==0) begin
          del_fsm <= FAIL;end
          fr_en <= 1'b1;end
    end
    else if (del_fsm == FAIL) begin
      is_wrong <= 1'b1;
    end
    else if (del_fsm == PASS) begin
      is_correct <= 1'b1;
      if(score == 9) begin
        del_fsm <= WIN;
      end
      else begin
        sd_srst <= 1;
        if (sd_is_empty==0) begin
          score <= score+1;
          del_fsm <= READY;
          sd_srst <= 0;
        end
      end
      end
    else if (del_fsm == WIN) begin
      is_correct <= 1'b1;
    end
    else begin end
  end
endmodule
File: design/flow/run.sh
#!/bin/bash
# OpenROAD 26Q1-2900-gdf79404cd8, Yosys 0.63+post, stock flow scripts
make -C /OpenROAD-flow-scripts/flow DESIGN_CONFIG=/design/flow/config.mk WORK_HOME=/design/flow/orfs finish
File: design/flow/config.mk
export PLATFORM = sky130hd
export DESIGN_NAME = controller
export DESIGN_NICKNAME = controller
export VERILOG_FILES = /design/flow/design.v
export SDC_FILE = /design/flow/constraint.sdc
export NUM_CORES = 4
export LEC_CHECK = 1
export CORE_AREA = 10 10 78 78
export DIE_AREA = 0 0 88 88
File: design/flow/constraint.sdc
current_design controller

set clk_period 4.1
set clk_io_pct 0.2

create_clock -name clk0 -period $clk_period [get_ports {clk}]

set non_clock_inputs [all_inputs -no_clocks]
set_input_delay [expr $clk_period * $clk_io_pct] -clock clk0 $non_clock_inputs
set_output_delay [expr $clk_period * $clk_io_pct] -clock clk0 [all_outputs]
==> flow_summary_export.csv <==
group,metric,value,unit
pwr,power.density,658,nW/um^2
floorplan,core_area,4410,sq um
timing,drv_slew,0,
drt,ant_nets,0,
drt,met3_length,164,microns
clock_tree,cts_tree,"done",
timing,setup_ws,1.90,ns
setup_path,worst-setup-path-type,"flip-flop to output pin",
global_routing,grt_pass1_vias,511,
yosys,ys.warnings.count,1,
cells_and_area,seq_area,304,sq um
drt,routed_wl,1.49,mm
timing,hold_viol_final,0,
cells_and_area,n_fill_cell,471,
timing,setup_tns,0,ns
placed_design,port_buffers,17,
setup_path,slowest_delay,0.59,ns
worst_hold_path,hold_start,"is_wrong$_DFFE_PP0P_",
clock_tree,clock_latency,0.24,ns
clock_tree,post_cts_buffers,0,
drt,wl_met1,668,microns
floorplan,num_rows,24,
run,warnings,26,
drt,antennaDiodeCount,0,
drt,first_iter_violations,19,
cells_and_area,finish.utilization,0.209,
setup_path,cp.arrival,1.38,ns
clock_tree,htree_num_levels,1,
floorplan,die_w,88,microns
yosys,area_leaders,"dfrtp_1 (35%), dfstp_2 (12%), xnor2_1 (4.0%)",
yosys,synth_top_cell_by_area,"dfrtp_1",
global_routing,grt_pass1_wl,2.51,mm
clock_tree,cts_resized,0,
yosys,async_flop_share,1.00,
setup_path,critical-path-top-delay-family,"flip-flops",
setup_path,start_kind,"flip-flop",
yosys,synth_area,649,sq um
floorplan,die_area,7740,sq um
run,maxCapViolCount,0,
placed_design,hpwl,1.18,mm
pwr,internal_power,419,uW
pwr,p_switching,186,uW
clock_tree,cts-root-buf,"clkbuf_8",
floorplan,dieHeight,88,microns
drt,met2_length,645,microns
yosys,synthTopCellsByCount,"dfrtp_1 (9), inv_1 (4)",
pwr,ir_drop,0.246,mV
worst_hold_path,hold_end,"is_wrong$_DFFE_PP0P_",
global_routing,grt-ovfl-total,0,
setup_path,path_cells,"clkdlybuf4s50_1",
yosys,ys_seq_share,0.468,
global_routing,antenna_found_initial,0,
timing,worst_pin_slew,0.483,ns
timing,relSlewSlack,0.678,
clock_tree,hold_buffers,0,
yosys,synth_area_per_cell,11.0,sq um
drt,avgViaCountPerCell,3.92,
placed_design,routabilityCongestion,0.760,
timing,clock_skew,0.00353,ns
clock_tree,cts_made_buffers,3,
yosys,edf_count,0,
setup_path,rrSetupSlack,2.69,ns
drt,drc,0,
drt,vias,510,
drt,dr.pass1.iters,3,
pwr,p_leak,0.000368,uW
timing,rsz0062_at_grt,"no",
setup_path,worst-path-stages,1,
pwr,combPwrFrac,0.375,
setup_path,worstReg2RegEnd,"sd_srst$_DFFE_PP1P_",
pwr,pwr-share-clk,0.211,
yosys,most_common_cell,"dfrtp_1",
placed_design,place_ws,1.96,ns
drt,top_layer_used,"met4",
setup_path,critPathBufInv,1,
pwr,switching_share,0.308,
timing,finalClockPeriodUsage,0.537,
yosys,synth_stat.cells,59,
cells_and_area,syn2layout_area_growth,41.8,%
cells_and_area,logic_area,304,sq um
setup_path,crit_path_end_kind,"output pin",
clock_tree,clkTransAtPathRegs,0.05,ns
yosys,synth_cell_types,33,
timing,min_period,2.20,ns
drt,wl_per_cell,11.4,microns
floorplan,io_pins,18,
yosys,synth-seq-cells,12,
global_routing,grt_max_degree,13,
clock_tree,clock_path_buffers,2,
setup_path,critPathMaxFanout,12,
pwr,sequentialPowerShare,0.414,
clock_tree,clock_sinks,12,
timing,fmax,454,MHz
yosys,syn_inst,59,
setup_path,slowest_stage,"dfrtp_1",
setup_path,r2r_cells,5,
timing,setup_violations,0,
yosys,yosys_area,649,sq um
outcome,status,"completed",
yosys,synth-main-ff-cell,"dfrtp_1",
worst_hold_path,hold_path.class,"flip-flop to flip-flop",
cells_and_area,drive_above_1_share,0.192,
floorplan,fp-utilization,0.147,
yosys,top_cell_area_share,0.347,
setup_path,r2r-start,"score[1]$_DFFE_PP0P_",
global_routing,grtUsageTotal,0.0400,
worst_hold_path,holdPathStages,1,
setup_path,cp.required,3.28,ns
[power groups by stage]
stage         clock network (uW)  registers [uW]  logic, uW
CTS                          131             253        234
global route                 137             265        256
finish                       128             250        227
[sequential cells by signal, indices dropped and copies added, names as in the netlist]
name        flops
score           4
del_fsm         3
fr_en           1
is_correct      1
is_wrong        1
mem_en          1
sd_srst         1
[layout make-up]
class,count,area share
Sequential cell,12,0.330
Multi-Input combinational cell,39,0.330
Timing Repair Buffer,17,0.185
Tap cell,52,0.0707
Clock buffer,4,0.0598
Inverter,6,0.0245
[worst max path at each step]
stage | startpoint | end | slack (ns)
after CTS | del_fsm[1]$_DFFE_PP0P_ | state[1] | 1.88
after global routing | del_fsm[1]$_DFFE_PP0P_ | state[1] | 1.83
final | del_fsm[1]$_DFFE_PP0P_ | state[1] | 1.90
[through the flow]
step           std cells  total power (uW)  hold WS [ns]  area [sq um]
2_1_floorplan         59               361         0.415           649
3_3_place_gp         126               482         0.468           866
3_5_place_dp         126               486         0.475           866
4_1_cts              130               618         0.488           921
5_1_grt              130               659         0.500           921
6_report             130               606         0.480           921
[routing by layer]
| metal | up-vias | GRT usage |
|---|---|---|
| li1 | 251 | - |
| met1 | 242 | 0.0503 |
| met2 | 15 | 0.0622 |
| met3 | 2 | 0.0215 |
| met4 | 0 | 0.00290 |
| met5 | - | 0 |
[cell families (layout without fill, tap and decap cells)]
| kind of cell | Yosys count | after routing | synth area share |
|---|---|---|---|
| XOR/XNOR | 3 | 3 | 0.0405 |
| AND-OR/OR-AND | 15 | 15 | 0.166 |
| adder cells (fa/ha/maj) | 2 | 2 | 0.0385 |
| AND/OR/NAND/NOR | 15 | 15 | 0.158 |
| flip-flops | 12 | 12 | 0.468 |
| buffers and inverters | 8 | 27 | 0.0636 |
| multiplexers | 4 | 4 | 0.0655 |
[cell usage in the layout, fill, tap and decap left out, types with 2 or more instances in the layout]
| cell type | netlist | layout |
|---|---|---|
| a21oi_1 | 3 | 3 |
| clkbuf_8 | 0 | 4 |
| clkdlybuf4s50_1 | 0 | 17 |
| dfrtp_1 | 9 | 9 |
| dfstp_2 | 3 | 3 |
| ha_1 | 2 | 2 |
| inv_1 | 4 | 4 |
| inv_2 | 2 | 2 |
| mux2_1 | 2 | 2 |
| mux2i_1 | 2 | 2 |
| nand2_1 | 2 | 2 |
| nor2b_1 | 2 | 2 |
| o21ai_1 | 3 | 3 |
| o311ai_1 | 2 | 2 |
| xnor2_1 | 3 | 3 |
Power figures rest on the tool's default switching activity, not on a simulated workload.
