[./run.sh]
#!/bin/bash
# OpenROAD 26Q1-2900-gdf79404cd8, Yosys 0.63+post, stock flow scripts
make -C /OpenROAD-flow-scripts/flow DESIGN_CONFIG=/design/flow/config.mk WORK_HOME=/design/flow/orfs finish
[./config.mk]
export PLATFORM = sky130hd
export DESIGN_NAME = ssdec_ext
export DESIGN_NICKNAME = ssdec_ext
export VERILOG_FILES = /design/flow/design.v
export SDC_FILE = /design/flow/constraint.sdc
export NUM_CORES = 4
export LEC_CHECK = 1
export CORE_AREA = 10 10 77 77
export DIE_AREA = 0 0 87 87
[./constraint.sdc]
current_design ssdec_ext

set clk_period 3.8
set clk_io_pct 0.2

create_clock -name clk0 -period $clk_period

set non_clock_inputs [all_inputs -no_clocks]
set_input_delay [expr $clk_period * $clk_io_pct] -clock clk0 $non_clock_inputs
set_output_delay [expr $clk_period * $clk_io_pct] -clock clk0 [all_outputs]
[./design.v]
module ssdec_ext(input logic [4:0]in, input logic enable, output logic [6:0] out);
  logic [6:0] LED [25:0];
  assign LED[5'h0] = 7'b0111111;
  assign LED[5'h1] = 7'b0000110;
  assign LED[5'h2] = 7'b1011011;
  assign LED[5'h3] = 7'b1001111;
  assign LED[5'h4] = 7'b1100110;
  assign LED[5'h5] = 7'b1101101;
  assign LED[5'h6] = 7'b1111101;
  assign LED[5'h7] = 7'b0000111;
  assign LED[5'h8] = 7'b1111111;
  assign LED[5'h9] = 7'b1100111;
  assign LED[5'ha] = 7'b1110111;
  assign LED[5'hb] = 7'b1111100;
  assign LED[5'hc] = 7'b0111001;
  assign LED[5'hd] = 7'b1011110;
  assign LED[5'he] = 7'b1111001;
  assign LED[5'hf] = 7'b1110001;
  assign LED[{1'b1, 4'h0}] = 7'b1101111;
  assign LED[{1'b1, 4'h1}] = 7'b1110110;
  assign LED[{1'b1, 4'h2}] = 7'b0010000;
  assign LED[{1'b1, 4'h3}] = 7'b0011110;
  assign LED[{1'b1, 4'h4}] = 7'b0111000;
  assign LED[{1'b1, 4'h5}] = 7'b1010100;
  assign LED[{1'b1, 4'h6}] = 7'b1010000;
  assign LED[{1'b1, 4'h7}] = 7'b1111000;
  assign LED[{1'b1, 4'h8}] = 7'b1101110;
  assign LED[{1'b1, 4'h9}] = 7'b1010011;
  assign out[6:0] = enable ? LED[in]:0;
endmodule
==> results_dict.tcl <==
# flow metrics
set metrics [dict create \
    status "complete, no violations" \
    fp_util 0.08563 \
    io_buffers 13 \
    hold_viol 0 \
    min_period_ns 3.518 \
    detail-route-antenna-nets 0 \
    vias 474 \
    drc 0 \
    gp_congestion 0.7868 \
    grt_pass1_vias 419 \
    top_area_frac 0.1107 \
    dieWidth_um 87 \
    dieArea_um2 7569 \
    fmax_ghz 0.2843 \
    postCtsHoldBufs 0 \
    wl_per_cell_um 9.535 \
    syn_inst 65 \
    ys_types 28 \
    viasPerCell 3.732 \
    dieHeight_um 87 \
    num_rows 24 \
    syn2layout_area_growth_pct 48.32 \
    layout-drive-gt1-share 0.08000 \
    p_sw_uw 25.94 \
    leakage_nw 0.1879 \
    synth.avg_cell_area_um2 5.736 \
    warnings 32 \
    cp_data_arrival_time_ns 2.76 \
    hold_depth 4 \
    ioPinCount 13 \
    ys_seq_frac 0 \
    setup_viol 0 \
    critPathMaxFanout 12 \
    firstDrtPassIters 4 \
    slew_headroom 0.6973 \
    max-cap-violations 0 \
    p_clk_frac 0 \
    power_density_nw_per_um2 101.7 \
    seqPwrFrac 0 \
    synth_warnings 2 \
    hp-class "in2out" \
    min_from "enable" \
    crit_type "in2out" \
    synth-xor-area-share 0 \
    antenna_found_initial 0 \
    syn_area_um2 372.9 \
    drtIter0Drc 98 \
    crit_required_ns 3.04 \
    n_clock_buffer 0 \
    grt_usage 0.03227 \
    yosysCellCount 65 \
    intPower_uw 30.28 \
    post_cts_buffers 0 \
    synth_top_cell_by_area "nand2_1" \
    ys_sh_adder 0 \
    mux_share 0 \
    wl_um 1211 \
    period_used_share 0.9257 \
    start_kind "input pin" \
    final-seq-area_um2 0 \
    ys_sh_simple 0.4094 \
    worstMarginPinSlew_ns 0.4527 \
    logic_family "AND-OR/OR-AND gates" \
    power_frac_comb 1.000 \
    ys_area_um2 372.9 \
    grt_pass1_wl_um 2076 \
    finalMaxSlewViolations 0 \
    n_antenna_cell 0 \
    core_area_um2 4354 \
    ir_drop_v 0.00001253 \
    post-dp-hpwl_um 964.3 \
    grt_max_degree 17 \
    cp-end-kind "output pin" \
    topCellsByArea "nand2_1 (11%), a21oi_1 (8.1%), o21ai_0 (8.1%), nor2b_1 (6.7%), buf_4 (6.0%)" \
    power.total_uw 56.22 \
    whs_endpoint "out[0]" \
    cts_resized 0 \
    overflow 0 \
    ys_sh_aoi 0.4597 \
    seq_cell_count 0 \
    rsz0062_at_grt "false" \
    whs_ns 2.602 \
    fin_tns_setup_ns 0 \
    swShare 0.4614 \
]
-- power groups by stage --
| stage | Clock, mW | Combinational [mW] | Sequential (mW) |
|---|---|---|---|
| after CTS | 0 | 0.0571 | 0 |
| final | 0 | 0.0562 | 0 |
| after global routing | 0 | 0.0648 | 0 |
-- Yosys cell counts, drive strengths merged --
cell,count
a31o,1
a211oi,2
o31ai,1
and4bb,1
buf,6
o21ai,7
nor2b,4
o31a,1
nand4,1
inv,3
a21oi,6
o21a,1
nand3,3
nor3,1
and2b,1
a21boi,2
a31oi,1
nor2,4
o22ai,1
or3,1
a221oi,2
o221ai,1
nand2b,3
nand2,11
-- routing by layer --
metal / share of wire / up-vias / GRT usage
met5: 0 / - / 0
met3: 0.083 / 0 / 0.004717
met1: 0.47 / 200 / 0.04799
li1: - / 258 / -
met2: 0.45 / 16 / 0.05063
met4: 0 / 0 / 0
-- cells by family after synthesis --
kind of cell / count (synthesis)
compound gates: 26
simple gates: 30
buf+inv: 9
-- cell type report --
class	instances	area, um^2
Timing Repair Buffer	16	152.6
Inverter	3	11.26
Multi-Input combinational cell	56	324.1
Tap cell	52	65.06
Fill cell	493	3801
-- placed cells by master, fill, tap and decap left out --
cell and instances:
o31ai_1 1, nand2_1 11, o21ai_1 1, buf_4 3
o221ai_1 1, nor2_1 4, o22ai_1 1, o31a_1 1
a21boi_0 1, a21oi_1 6, a21boi_1 1, nor2b_1 4
or3_1 1, clkdlybuf4s50_1 13, a211oi_2 1, nand4_1 1
a221oi_1 2, nor3_1 1, and2b_1 1, nand3_1 3
inv_1 3, a31o_2 1, o21a_1 1, nand2b_1 3
a31oi_1 1, a211oi_1 1, o21ai_0 6, and4bb_2 1
-- critical path, cell delays in order --
cell	delay (ns)
clkdlybuf4s50_1	0.70
nor2b_1	0.33
nand2_1	0.15
a221oi_1	0.31
nor2_1	0.09
clkdlybuf4s50_1	0.41
-- worst max-delay path by stage --
stage          from      to  slack [ns]
CTS           in[2]  out[0]        0.28
global route  in[2]  out[0]        0.09
finish        in[2]  out[0]        0.28
-- per-stage QoR --
stage          area, um^2  setup slack (ns)  utilization  instances
2_1_floorplan       372.9             1.626            -         65
3_3_place_gp        553.0            0.2824       0.1270        127
3_5_place_dp        553.0            0.2858       0.1270        127
4_1_cts             553.0            0.2835       0.1270        127
5_1_grt             553.0           0.09267       0.1270        127
6_report            553.0            0.2824       0.1270        127
Power is estimated from default activity; no workload was simulated.
