==> design.v <==
module ssdec (
  input logic [3:0] in,
  input logic enable,
  output logic [6:0] out
);
  logic [6:0] LED [15:0];
  assign LED[4'h0] = 7'b0111111;
  assign LED[4'h1] = 7'b0000110;
  assign LED[4'h2] = 7'b1011011;
  assign LED[4'h3] = 7'b1001111;
  assign LED[4'h4] = 7'b1100110;
  assign LED[4'h5] = 7'b1101101;
  assign LED[4'h6] = 7'b1111101;
  assign LED[4'h7] = 7'b0000111;
  assign LED[4'h8] = 7'b1111111;
  assign LED[4'h9] = 7'b1100111;
  assign LED[4'ha] = 7'b1110111;
  assign LED[4'hb] = 7'b1111100;
  assign LED[4'hc] = 7'b0111001;
  assign LED[4'hd] = 7'b1011110;
  assign LED[4'he] = 7'b1111001;
  assign LED[4'hf] = 7'b1110001;
  assign {out[6:0]} = enable ? LED[in] : 0;
endmodule
==> run.sh <==
#!/bin/bash
# OpenROAD 26Q1-2900-gdf79404cd8, Yosys 0.63+post, stock flow scripts
make -C /OpenROAD-flow-scripts/flow DESIGN_CONFIG=/design/flow/config.mk WORK_HOME=/design/flow/orfs finish
==> config.mk <==
export PLATFORM = sky130hd
export DESIGN_NAME = ssdec
export DESIGN_NICKNAME = ssdec
export VERILOG_FILES = /design/flow/design.v
export SDC_FILE = /design/flow/constraint.sdc
export NUM_CORES = 4
export LEC_CHECK = 1
export CORE_AREA = 10 10 70 70
export DIE_AREA = 0 0 80 80
==> constraint.sdc <==
current_design ssdec

set clk_period 1.1
set clk_io_pct 0.2

create_clock -name clk0 -period $clk_period

set non_clock_inputs [all_inputs -no_clocks]
set_input_delay [expr $clk_period * $clk_io_pct] -clock clk0 $non_clock_inputs
set_output_delay [expr $clk_period * $clk_io_pct] -clock clk0 [all_outputs]
==> git commit body <==
Store results of the implementation flow

- The first global-routing pass estimated about 1700 um of wire.
* Area enclosed by the die boundary: approximately 6400 um2
* Buf+Inv Stages, Crit Path: 2
* Result of the run: finished with violations
- The worst setup path is of the in -> out kind.
- Of the total synthesized cell area, the portion taken by full adders, half adders and majority gates is 0.
- Met1 usage: 0.0455
* Type of destination of the critical path: output pin
- Counting the clock-network buffers in the layout gives 0.
* Max-cap check violation count: 0
- The number of antenna violations at the first check in global routing came to 0.
- Proportion of synthesized area in mux cells: 0.112
* Fraction of the core area occupied by cells at floorplan: 0.0652
- The number of global-route vias before repair is 330.
* Area Overhead vs Synth: 167%
* CP peak stage delay: between 200 and 300 ps
- Each instance of the synthesized netlist takes up on average between 6 and 7 um2.
- Largest area contributor in the synthesized netlist: o211a_1
* Layout cell share with drive strength beyond 1: 0.710
* Highest-delay cell along the critical path: mux2_4
- Total routing resource utilization after global routing: 0.0312
- Util after Layout: 0.174
- Number of sequential cells: 0
* Routability-driven placement congestion ratio: around 0.85
- GRT met2 Usage: 0.0457
- Per the post-synthesis report, the number of cells in the design is 34.
- Detail-routed via count per cell: around 3.4
- Cycle use final: 1.15
* Number of DRC markers after the initial detailed-route iteration: 20
- Routed length per instance: 10.8 um
- Crit path DAT: 1040 ps
- Dominant comb cell: AND-OR/OR-AND gates
- The analysis reports a worst IR drop on VDD of about 0.000054 V.
* Highest-count cells in the layout ignoring fill and taps: 12 x buf_4, 9 x buf_2, 7 x buf_6
- The pin closest to its max-slew limit shows a slew of 212 ps.
- Area share of the largest cell type after synthesis: 0.180
* Tally of nets with antenna violations remaining after routing: 0
- Number of fillers in the final layout: 378
- Chip Area, Yosys: 223 um2
- Pin placement for this block handled 12 I/O pins.
- Entering global routing, the biggest net connects 7 pins.
* Cell types with the largest area share after synthesis: o211a_1 18%, o21ai_0 16%, a21oi_1 9.0%, mux2_4 6.7%, nand3b_1 6.7%
- FF/Latch Area: 0 um2
* Cells in synth_stat.txt: 34
* Overall overflow remaining after global route: 0
* Synthesized-area fraction occupied by and/or/nand/nor cells: 0.258
- The report gives the cell count of the worst hold path as 4.
- Derived from the worst setup path, the maximum achievable clock frequency is ~790 MHz.
- Final critical delay including setup and external delays: approximately 1300 ps
- Slew Limit Fails: 0
- The checks that failed: negative setup slack.
* Worst Hold Slack: about 840 ps
- The tool warning count for the run is 34.
- DR vias: 367
- Setup repair after global routing could not meet its margin everywhere.
- After legalization and detailed placement, the total HPWL measured ~650 um.
- In this run the tightest slew margin relative to its limit is 0.857.
* Count of inserted antenna diode cells: 0
- Setup-violating endpoint count in the final report: 7
- Kind of start point of the critical path: primary input
- Per the summary, power density relative to cell area is approximately 370 nW/um2.
- In this run, post-CTS hold repair placed 0 buffers.
- Type of the most critical hold path: in -> out
- Xor and xnor area share after synthesis: 0.0393
* Die Width: ~80 um
* Hold path startpoint: in[2]
* Core Footprint: about 3400 um2
- Of the total synthesized cell area, the portion taken by AND-OR and OR-AND cells is 0.466.
- Worst Setup Slack, final: -161 ps
* Row cnt: 21
- The cell family contributing the most delay on the critical path is multiplexers.
* Most common logic cell in the routed design: buf_4
- The first TritonRoute pass finished after 4 iterations.
* Critical path, cell by cell: buf_8 -> xor2_2 -> mux2_4 -> o211a_1 -> buf_2
- Register area share after synthesis: 0
- The synthesized netlist occupies a cell area of 223 um2.
- Req. time, crit path: approximately 880 ps
* Number of unique standard cell types used by synthesis: 18
* Final count of hold timing violations: 0
* Crit-path max FO: 3
- Number of port buffers: 12
- Hold worst-path end: out[2]
- Warning count from the yosys run: 2
* Met3 usage in global routing: 0.0102
* Routed WL: around 1200 um
- Static Leakage: 0.286 nW
* Post-detailed-route DRC marker count: 0
- Busiest grt layer: met2
- From bottom edge to top edge, the die measures roughly 80 um.
==> stage by stage <==
stage                     instances  setup slack, ps  total power, W  setup TNS (ps)  cell area [um2]
after floorplan                  34             2.91       0.0000662               0              226
after global placement           95             -976        0.000154           -6320              429
after detailed placement         95             -961        0.000153           -6240              429
after CTS                       104             -175        0.000186            -571              520
after global routing            108             -198        0.000239           -1040              594
final                           108             -161        0.000220            -718              594
==> synthesized netlist by cell type <==
library cell	count
o21ai_0	7
a21oi_1	4
o211a_1	4
nand2_1	2
nand2b_1	2
nand3_1	2
nand3b_1	2
a2bb2oi_1	1
buf_1	1
buf_2	1
buf_6	1
clkbuf_1	1
inv_1	1
mux2_4	1
mux2i_1	1
nand4_1	1
nor2b_1	1
xor2_1	1
==> how the worst max path moves through the flow <==
stage,start,to,slack [ps],depth (start not counted)
CTS,in[2],out[0],-180,5
finish,in[3],out[0],-160,5
global route,in[3],out[1],-200,7
==> area by class of cell <==
type	count	area, um2	area share
multi-input cells	29	258	0.434
inverters	1	3.75	0.00632
well taps	46	57.6	0.0968
repair buffers	32	275	0.463
==> tightest hold or removal path, cell delays in order <==
cell	delay, ps
buf_12	100
nand3_1	70
o211a_1	110
buf_2	110
==> logic make-up after synthesis <==
| family | count (synthesis) |
|---|---|
| xor+xnor | 1 |
| simple gates | 10 |
| buf+inv | 5 |
| compound gates | 16 |
| mux | 2 |
==> repair_timing <==
| action | in CTS | in global routing |
|---|---|---|
| endpoints found under the setup margin | 7 | 7 |
| cloned | 1 | 0 |
| buffers inserted | 8 | 4 |
| pin swaps | 11 | 7 |
| gates resized | 67 | 9 |
==> where the power goes <==
part	internal, W	switching [W]
registers	0	0
logic	0.000132	0.0000875
clock network	0	0
total	0.000132	0.0000875
==> layer usage <==
| layer | wire, um | vias up |
|---|---|---|
| met5 | 0 | - |
| met2 | 506 | 11 |
| met3 | 100 | 0 |
| met1 | 564 | 172 |
| met4 | 0 | 0 |
| li1 | - | 184 |
Power is estimated from default activity; no workload was simulated.
